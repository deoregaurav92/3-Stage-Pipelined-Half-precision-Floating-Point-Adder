### design/flow/config.mk
export PLATFORM = sky130hd
export DESIGN_NAME = main
export DESIGN_NICKNAME = main
export VERILOG_FILES = /design/flow/design.v
export SDC_FILE = /design/flow/constraint.sdc
export NUM_CORES = 4
export LEC_CHECK = 1
export CORE_UTILIZATION = 30
### design/flow/constraint.sdc
current_design main

set clk_period 8.2
set clk_io_pct 0.2

create_clock -name clk0 -period $clk_period [get_ports {clk}]

set non_clock_inputs [all_inputs -no_clocks]
set_input_delay [expr $clk_period * $clk_io_pct] -clock clk0 $non_clock_inputs
set_output_delay [expr $clk_period * $clk_io_pct] -clock clk0 [all_outputs]
### design/flow/design.v
module keypad_scan (clk, row , col, dec);
	input clk;
	input [3:0] col;
	output [3:0] row;
	output [3:0] dec;
	reg [3:0] row;
	reg [3:0] dec;
	reg [29:0] delay;
	always @ (posedge clk)
		begin
			delay <= delay + 1'b1;
			case(delay[20:18])
			3'b000 : row <= 4'b0111;
			3'b001 :
				begin
					if (col == 4'b0111)
						dec <= 4'h1;  
					if (col == 4'b1011)
						dec <= 4'h2;  
					if (col == 4'b1101)
						dec <= 4'h3;  
					if(col == 4'b1110)
						dec <= 4'hA;  
				end
			3'b010 : row <= 4'b1011;
			3'b011 :
				begin
					if (col == 4'b0111)
						dec <= 4'h4;  
					if (col == 4'b1011)
						dec <= 4'h5;  
					if (col == 4'b1101)
						dec <= 4'h6;  
					if (col == 4'b1110)
						dec <= 4'hB;  
				end
			3'b100 : row <= 4'b1101;
			3'b101 :
				begin
					if (col == 4'b0111)
						dec <= 4'h7;  
					if (col == 4'b1011)
						dec <= 4'h8;  
					if (col == 4'b1101)
						dec <= 4'h9;  
					if (col == 4'b1110)
						dec <= 4'hC;  
				end
			3'b110 : row <= 4'b1110;
			3'b111 :
				begin
					if (col == 4'b0111)
						dec <= 4'hF;  
					if (col == 4'b1011)
						dec <= 4'h0;  
					if (col == 4'b1101)
						dec <= 4'hE;  
					if (col == 4'b1110)
						dec <= 4'hD;  
				end
			endcase
	end
endmodule
module HP_FP_Pipelined_Adder (  
	input clk,
	input [15:0] in1,
	input [15:0] in2,
	input enable,
	output reg done,
	output [15:0] sum
);
	parameter [2:0]			S0 = 3'b000,
							S1 = 3'b001,
							S2 = 3'b011,
							S3 = 3'b010,
							S4 = 3'b110,
							S5 = 3'b111,
							S6 = 3'b101,
							S7 = 3'b100;
	reg Sg1, Sg2;  
	reg overflow, underflow;
	reg [2:0] cur_state;
	reg [4:0] E1, E2;  
	reg [12:0] M1, M2;  
	wire fv, fu;
	wire [14:0] M1comp, M2comp;
	wire [14:0] addout, fsum;
	initial begin
		cur_state = S0;
		done = 1'b0;
		overflow = 1'b0;
		underflow = 1'b0;
		Sg1 = 1'b0;
		Sg2 = 1'b0;
		M1 = 13'b0;
		M2 = 13'b0;
		E1 = 5'b0;
		E2 = 5'b0;
	end
	assign M1comp = (Sg1 == 1'b1) ? ~({2'b00, M1}) + 1 : {2'b00, M1} ;  
	assign M2comp = (Sg2 == 1'b1) ? ~({2'b00, M2}) + 1 : {2'b00, M2} ;  
	assign addout = M1comp + M2comp;  
	assign fsum = (addout[14] == 1'b0) ? addout : ~addout + 1;
	assign fv = fsum[14] ^ fsum[13];
	assign fu = ~M1[12];
	assign sum = {Sg1, E1, M1[11:2]};  
	always @ (posedge clk) begin
		case (cur_state)
			S0: begin  
				if (enable == 1'b1) begin
					E1 <= in1[14:10];
					Sg1 <= in1[15];
					M1[11:0] <= {in1[9:0], 2'b00};
					if (in1 == 0) M1[12] <= 1'b0;
					else M1[12] <= 1'b1;
					done <= 1'b0;
					overflow <= 1'b0;
					underflow <= 1'b0;
					cur_state <= S1;
				end
			end
			S1: begin  
				E2 <= in2[14:10];
				Sg2 <= in2[15];
				M2[11:0] <= {in2[9:0], 2'b00};
				if (in2 == 0) M2[12] <= 1'b0;
				else M2[12] <= 1'b1;
				cur_state <= S2;
			end
			S2: begin  
				if ((M1 == 0) || (M2 == 0)) cur_state <= S3;
				else begin
					if (E1 == E2) cur_state <= S3;
					else if (E1 < E2) begin  
						M1 <= {1'b0, M1[12:1]};
						E1 <= E1 + 1;
					end
					else if (E2 < E1) begin  
						M2 <= {1'b0, M2[12:1]};
						E2 <= E2 + 1;
					end
				end
			end
			S3: begin
				Sg1 <= addout[14];
				if (fv == 1'b0) M1 <= fsum[12:0];
				else begin
					M1 <= fsum[13:1];
					E1 <= E1 + 1;
				end
				cur_state <= S4;
			end
			S4: begin  
				if (M1 == 0) begin
					E1 <= 8'h00;
					cur_state = S6;
				end
				else cur_state <= S5;
			end
			S5: begin
				if (E1 == 0) begin
					underflow <= 1'b1;
					cur_state <= S6;
				end
				else if (fu == 1'b0) cur_state <= S6;
				else begin
					M1 <= {M1[11:0], 1'b0};
					E1 <= E1 - 1;
				end
			end
			S6: begin
				if (E1 == 31) overflow <= 1'b1;
				done <= 1'b1;
				cur_state <= S0;
			end
		endcase
	end
endmodule
module main (clk,row,col,seg1,seg2,seg3,seg4,rst,s1,s2,s3,sw,enable,done,count);
	input enable;
	output done;
	input [3:0] sw;
	input rst,s1,s2,s3;
	input clk;
	input [3:0] col;
	output [3:0] row;
	output reg [7:0] seg1;
	output reg [7:0] seg2;
	output reg [7:0] seg3;
	output reg [7:0] seg4;
	output reg [1:0] count;
	wire [7:0] sego_2,sego_3,sego_4,sego_1;
	wire [7:0] seg;
	wire [3:0] decoded_in;
	wire [3:0] decoded_mux;
	wire [15:0] numA;
	wire [15:0] numB;
	wire [15:0] numC;
	wire sel;
	wire enable,done;
	reg [15:0] tmpA;
	reg [15:0] tmpB;
	reg [3:0] decoded_out;
	wire [15:0]sumC;
	assign numA = tmpA;
	assign numB = tmpB;
	assign sel = 0;
	seven_seg_display D0(decoded1,sego_1);
	seven_seg_display D3(decoded2,sego_2);
	seven_seg_display D4(decoded3,sego_3);
	seven_seg_display D5(decoded4,sego_4);
	seven_seg_display D (decoded_mux,seg);
	keypad_scan S (clk, row, col ,decoded_in);
	HP_FP_Pipelined_Adder F1(clk,numA,numB,enable,done,numC);
	mux M1 (decoded_in,decoded_out,sel,decoded_mux);
	reg [3:0] decoded1,decoded2,decoded3,decoded4;
	always @ (posedge clk)
	begin
	if({rst,s1,s2,s3} == 4'b1000)
		begin
						count = 2'b00;
						{seg4,seg3,seg2,seg1} = {4{8'b11000000}};
						tmpA = 0;
						tmpB = 0;
		end
	if({rst,s1,s2,s3} == 4'b0100)
		begin
					count = 2'b01;
					if (sw==4'b0001) begin
							seg1 = seg;
							tmpA[3:0] = decoded_in;
							end
					if (sw == 4'b0010) begin
							seg2 = seg;
							tmpA[7:4] = decoded_in;
							end
					if (sw == 4'b0100) begin
							seg3 = seg;
							tmpA[11:8] = decoded_in;
							end
					if (sw == 4'b1000) begin
							seg4 = seg;
							tmpA[15:12] = decoded_in;
							end
		end
	if({rst,s1,s2,s3} == 4'b0010)
		 begin
					count = 2'b10;
					if (sw==4'b0001) begin
							seg1 = seg;
							tmpB[3:0] = decoded_in;
							end
					if (sw == 4'b0010) begin
							seg2 = seg;
							tmpB[7:4] = decoded_in;
							end
					if (sw == 4'b0100) begin
							seg3 = seg;
							tmpB[11:8] = decoded_in;
							end
					if (sw == 4'b1000) begin
							seg4 = seg;
							tmpB[15:12] = decoded_in;
							end
		end
	if({rst,s1,s2,s3} == 4'b0001)
		begin
							count = 2'b11;
							decoded1 = numC[3:0];
							seg1 = sego_1;
							decoded2 = numC[7:4];
							seg2 = sego_2;
							decoded3 = numC[11:8];
							seg3 = sego_3;
							decoded4 = numC[15:12];
							seg4 = sego_4;
		end
	end
	endmodule
module mux (a,b,sel,c);
	input [3:0] a,b;
	input sel;
	output [3:0] c;
	assign c = sel ? b : a;
endmodule
module seven_seg_display (DisVal, SegOut);
   input [3:0] DisVal;
	output [7:0] SegOut;
	reg [7:0] SegOut;
	always @ (DisVal)
	begin
		case(DisVal)
		4'h0 : SegOut = 8'b11000000;  	 
		4'h1 : SegOut = 8'b11111001;  	 
		4'h2 : SegOut = 8'b10100100;  	 
		4'h3 : SegOut = 8'b10110000;  	 
		4'h4 : SegOut = 8'b10011001;  	 
		4'h5 : SegOut = 8'b10010010;  	 
		4'h6 : SegOut = 8'b10000010;  	 
		4'h7 : SegOut = 8'b11111000;  	 
		4'h8 : SegOut = 8'b10000000;  	 
		4'h9 : SegOut = 8'b10010000;  	 
		4'hA : SegOut = 8'b10001000;  	 
		4'hB : SegOut = 8'b10000011;	  
		4'hC : SegOut = 8'b11000110;	  
		4'hD : SegOut = 8'b10100001;	  
		4'hE : SegOut = 8'b10000110;	  
		4'hF : SegOut = 8'b10001110;	  
		default : SegOut = 8'b10111111;
		endcase
	end
endmodule
### design/flow/run.sh
#!/bin/bash
# OpenROAD 26Q1-2900-gdf79404cd8, Yosys 0.63+post, stock flow scripts
make -C /OpenROAD-flow-scripts/flow DESIGN_CONFIG=/design/flow/config.mk WORK_HOME=/design/flow/orfs finish
==> results.toml <==
# generated from flow reports
[layout]
nFillCells = 3426
layout-drive-gt1-share_pct = 6.99
finalCoreUtilization_pct = 35.1
finalNonFillerCells = 1657
fin_area_um2 = 12200
area_delta_synth_final_pct = 14.5
mi_logic_area_um2 = 5830
regArea_um2 = 4420

[final_timing]
timing.final.ws_setup_ns = 2.57
fin_crit_sh_pct = 68.7
fin_crit_ns = 5.63
slew_violations = 0
fin_setup_tns_ns = 0
hold_viol_final = 0
skew_ns = 0.0162
max_slew.worst_pin.slew_ns = 0.954
slew-limit-headroom_pct = 34.6
setup_viol = 0
rsz0062_at_grt = "no"
fmax_mhz = 178

[floorplanning]
initCoreUtil_pct = 30.7
die_h_um = 190
rows = 68
fp.dieArea_um2 = 36200
design.core.area_um2 = 34700
die_w_um = 190
pin_count = 53

[synthesis]
yosys_cells = 1157
synth_xor_xnor_area_share_pct = 5.58
ys_types = 75
ys_warn_count = 4
simple_gate_area_share_pct = 17.5
ys_seq_share_pct = 41.6
compound_area_share_pct = 18.0
ys_sh_adder_pct = 7.08
async_flop_share_pct = 0
postSynthCellCount = 1157
syn_avg_cell_area_um2 = 9.20
edf_count = 66
synth.logic.top_family = "AND-OR/OR-AND gates"
synth_top_flop_cell = "dfxtp_1"
ys_sh_mux_pct = 6.68
ys.flops = 188
ys_area_um2 = 10600
netlist_area_um2 = 10600

[detailed_routing]
final_antenna_net_count = 0
drt_pass1_iterations = 5
vias = 8512
via_per_inst = 5.14
num_antenna_cells = 0
dr.first_iter.drc_count = 697
wirelength_mm = 25.6
routedWlPerCell_um = 15.5
drc = 0

[global_routing]
grt_overflow = 0
track_usage_pct = 14.7
grt_start_max_net_pins = 64
grt_pass1_wl_mm = 41.2
grt_pass1_vias = 7702
antenna_found_initial = 0

[placed_design]
pre_cts_ws_ns = 2.66
dp_cells = 1625
place_hpwl_mm = 19.0
io_buffers = 52
place_area_um2 = 11600
place.gp.congestion = 0.922

[cts]
clock_sinks = 188
cts_buffers = 17
clockBufferDepth = 2
cts_tree = "done"
clk_pin_slew_worst_paths_ns = 0.08
clkLatencyLatePin_ns = 0.43
cts_htree_levels = 4
cts_hold_buf = 0
ctsRootBufferMaster = "clkbuf_16"
post_cts_buffers = 0
cts_resized = 0

[worst_setup_path]
crit_type = "register to register"
endpoint_kind = "register"
cp.arrival_ns = 5.71
worstSetupStartpointType = "register"
critPathRequiredTime_ns = 8.28
reg2reg_slack_ns = 2.57
cp_max_fo = 16

[run]
max_cap_violations = 0
openroad.warnings = 50

[power]
irDropWorstVdd_v = 0.000274
p_leak_uw = 0.00462
power_density_nw_per_um2 = 433

[min_path]
hold_path.class = "register to register"

[outcome]
outcome = "finished clean"
[cell type report]
cell class                      count  area share, %
Multi-Input combinational cell    867           47.8
Tap cell                          455           4.67
Timing Repair Buffer               60           4.76
Clock buffer                       19           3.55
Clock inverter                     13           1.21
Sequential cell                   188           36.3
Inverter                           55           1.69
[cell usage in the layout (no fill, tap or decap), types with 7 or more instances in the layout]
cell type and n:
o22ai_1 12, nor4_1 10, xor2_1 14, mux2_2 24
o21ai_0 100, mux2i_1 35, nor3_1 18, dfxtp_1 122
a21oi_1 76, clkbuf_16 17, inv_1 55, and2_1 13
xnor2_1 52, clkdlybuf4s50_1 52, nor2_1 62, ha_1 57
nand2_1 119, a21o_1 12, nand2b_1 9, o31ai_1 16
or3_1 9, buf_4 8, and3_1 36, a22oi_1 7
o21a_1 7, nand3_1 67, edfxtp_1 66
[flip-flops by register name, indices dropped and copies added, names as in the netlist, 8 cells and up]
| name | cells |
|---|---|
| F1.M1 | 13 |
| F1.M2 | 13 |
| S.delay | 21 |
| seg1 | 8 |
| seg2 | 8 |
| seg3 | 8 |
| seg4 | 8 |
| tmpA | 16 |
| tmpB | 16 |
[Yosys cell counts (all sizes together) (9+ instances only)]
cell	n	share of area [%]
a21oi	76	3.6
nand2	119	4.2
nor4	10	0.59
dfxtp	122	23
mux2	24	2.5
xor2	15	1.3
inv	55	1.9
o22ai	12	0.71
and3	36	2.1
and2	14	0.82
clkbuf	42	1.5
ha	57	6.7
xnor2	52	4.3
or3	9	0.53
nand2b	9	0.53
edfxtp	66	19
o31ai	16	1.1
nand3	68	3.3
o21ai	103	4.9
a21o	12	0.85
nor3	18	0.85
mux2i	35	3.3
nor2	62	2.2
[critical path, cell delays in order (launching register included)]
cell,delay [ns]
edfxtp_1,0.52
nor4_1,0.75
or3b_2,0.51
o31ai_1,0.28
xnor2_1,0.13
ha_1,0.50
and3_1,0.23
nand2_1,0.05
a21oi_1,0.22
o221ai_1,0.26
a211o_2,0.43
and2_1,0.31
a311o_1,0.37
nand3_4,0.23
nor2_1,0.09
nor3b_2,0.38
[per-stage QoR]
stage               power (uW)  hold slack (ns)
floorplan                 3740            0.391
global placement          4470            0.407
detailed placement        4470            0.413
CTS                       5290            0.427
global route              5680            0.453
finish                    5280            0.426
[final timing paths]
path,from,end,depth (start not counted)
worst min-delay path,sego_3[1],seg3[1],2
worst max-delay path,F1.M1[2],F1.E1[2],15
worst min register to register,sego_3[1],seg3[1],2
worst max register to register,F1.M1[2],F1.E1[2],15
[where the power goes]
part | total (uW) | switching [uW] | internal, uW | leakage, uW
combinational | 3030 | 1790 | 1240 | 0.00270
sequential | 1450 | 208 | 1240 | 0.00164
clock | 806 | 396 | 410 | 0.000279
total | 5280 | 2390 | 2890 | 0.00462
[layer usage]
layer	global-route usage, %	vias up	wire length (um)
met1	21.5	3956	11800
met3	3.72	24	1770
met4	3.05	0	534
li1	-	4292	-
met5	0	-	0
met2	22.4	240	11500
[cell families after synthesis]
kind of cell               Yosys count
muxes                               63
and+or+nand+nor                    378
AOI/OAI and AO/OA                  300
adders and majority gates           59
DFF                                188
buffers and inverters              102
xor gates and xnor gates            67
Power figures rest on the tool's default switching activity, not on a simulated workload.
